<file path="flow/run.sh">
#!/bin/bash
# OpenROAD 26Q1-2900-gdf79404cd8, Yosys 0.63+post, stock flow scripts
make -C /OpenROAD-flow-scripts/flow DESIGN_CONFIG=/design/flow/config.mk WORK_HOME=/design/flow/orfs finish
</file>
<file path="flow/config.mk">
export PLATFORM = sky130hd
export DESIGN_NAME = top
export DESIGN_NICKNAME = top
export VERILOG_FILES = /design/flow/design.v
export SDC_FILE = /design/flow/constraint.sdc
export NUM_CORES = 4
export LEC_CHECK = 1
export CORE_UTILIZATION = 50
</file>
<file path="flow/constraint.sdc">
current_design top

set clk_period 4.9
set clk_io_pct 0.2

create_clock -name clk0 -period $clk_period [get_ports {ck_i}]

set non_clock_inputs [all_inputs -no_clocks]
set_input_delay [expr $clk_period * $clk_io_pct] -clock clk0 $non_clock_inputs
set_output_delay [expr $clk_period * $clk_io_pct] -clock clk0 [all_outputs]
</file>
<file path="flow/design.v">
interface int_in;
  logic increment, reset, startstop, load;
  logic [1:0] digit_i;
  logic [3:0] value;
endinterface
interface int_out;
  logic [6:0] cifra0, cifra1, cifra2, cifra3;
endinterface
module controller(
	input clk_i,
	input start_stop_button_i,
	input reset_button_i,
	output reg en_o,
	output reg reset_o
);
reg prev_pressed;
always@(posedge clk_i)begin
	if(!reset_button_i)begin
		reset_o <= 1;
		en_o <= 0;	
	end else	begin
		reset_o <= 0;
		if(!start_stop_button_i)begin
			if(!prev_pressed)begin
				en_o <= !en_o;
				prev_pressed <= 1;
			end
		end else begin
			prev_pressed <= 0;
		end
	end
end
endmodule
module decoder(
	input[3:0] intrare_i,
	output reg[6:0] iesire_o
);
always@(*)
case (intrare_i)
0: iesire_o =  7'b1000000;
1: iesire_o =  7'b1111001;
2: iesire_o =  7'b0100100;
3: iesire_o =  7'b0110000;
4: iesire_o =  7'b0011001;
5: iesire_o =  7'b0010010;
6: iesire_o =  7'b0000010;
7: iesire_o =  7'b1111000;
8: iesire_o =  7'b0000000;
9: iesire_o =  7'b0010000;
default: iesire_o = 7'b0000110;
endcase
endmodule
module primary_clock(
	input clk_i,
	input en_i,
	output reg count_signal_o
);
reg[31:0] count;
always@(posedge clk_i)begin
	if(en_i)begin
		count = count + 1;
		count_signal_o = count[18];
	end else 
		count_signal_o = 0;
end
endmodule
module smart_clock(
	input en_i,
	input clk_i,
	input reset_i,
	input dir_i,
	input set_value_i,
	input [3:0] value_i,
	output reg en_o,
	output reg[3:0] count
);
reg prev_en;
always@(posedge clk_i)begin
	if(reset_i)begin
		count = 0;
	end else if(set_value_i)begin
				count = value_i;
	end else begin
		if(en_i)begin
			if(!prev_en)begin
				prev_en = 1;
				if(dir_i)begin
					count = count + 1;
					if(count > 9)begin
						count = 0;
						en_o = 1;
					end else begin
						en_o = 0;
					end
				end else begin
					count = count - 1;
					if(count > 9)begin
						count = 9;
						en_o = 1;
					end else begin
						en_o = 0;
					end
				end
			end
		end else begin
			prev_en = 0;
		end
	end
end
endmodule
module top(
	input ck_i,
	input inc_i,
	input rst_i,
	input startstop_i,
	input [1:0]digit_i,
	input [3:0]wvalue_i,
	input wenable_i,
	output[6:0] dig0_o,
	output[6:0] dig1_o,
	output[6:0] dig2_o,
	output[6:0] dig3_o
);
wire reset_s;
wire en_p_clk;
controller ctrl(.clk_i(ck_i), .start_stop_button_i(startstop_i), .reset_button_i(rst_i), .reset_o(reset_s), .en_o(en_p_clk));
wire m_clock_en_s;
primary_clock m_clock(.clk_i(ck_i), .count_signal_o(m_clock_en_s), .en_i(en_p_clk));
reg s_clk_1_set_value;
reg s_clk_2_set_value;
reg s_clk_3_set_value;
reg s_clk_4_set_value;
reg [3:0] s_clk_1_value;
reg [3:0] s_clk_2_value;
reg [3:0] s_clk_3_value;
reg [3:0] s_clk_4_value;
always@(wenable_i, digit_i)begin
	if(!wenable_i) begin
		case (digit_i)
		0: begin
			s_clk_1_set_value = 1;
			s_clk_2_set_value = 0;
			s_clk_3_set_value = 0;
			s_clk_4_set_value = 0;
			s_clk_1_value = wvalue_i;
		end 
		1:begin
			s_clk_1_set_value = 0;
			s_clk_2_set_value = 1;
			s_clk_3_set_value = 0;
			s_clk_4_set_value = 0;
			s_clk_2_value = wvalue_i;
		end
		2:begin
			s_clk_1_set_value = 0;
			s_clk_2_set_value = 0;
			s_clk_3_set_value = 1;
			s_clk_4_set_value = 0;
			s_clk_3_value = wvalue_i;
		end
		3:begin
			s_clk_1_set_value = 0;
			s_clk_2_set_value = 0;
			s_clk_3_set_value = 0;
			s_clk_4_set_value = 1;
			s_clk_4_value = wvalue_i;
		end
		endcase
	end else begin
		s_clk_1_set_value = 0;
		s_clk_2_set_value = 0;
		s_clk_3_set_value = 0;
		s_clk_4_set_value = 0;
	end
end
wire s_clock_1_en_s;
wire[3:0] s_clock_1_dec_s;
smart_clock s_clock_1(.clk_i(ck_i), .reset_i(reset_s), .count(s_clock_1_dec_s), .en_i(m_clock_en_s), .en_o(s_clock_1_en_s), .dir_i(inc_i),
		.set_value_i(s_clk_1_set_value), .value_i(s_clk_1_value));
decoder dec_1(.intrare_i(s_clock_1_dec_s), .iesire_o(dig0_o));
wire s_clock_2_en_s;
wire[3:0] s_clock_2_dec_s;
smart_clock s_clock_2(.clk_i(ck_i), .reset_i(reset_s), .count(s_clock_2_dec_s), .en_i(s_clock_1_en_s), .en_o(s_clock_2_en_s), .dir_i(inc_i),
		.set_value_i(s_clk_2_set_value), .value_i(s_clk_2_value));
decoder dec_2(.intrare_i(s_clock_2_dec_s), .iesire_o(dig1_o));
wire s_clock_3_en_s;
wire[3:0] s_clock_3_dec_s;
smart_clock s_clock_3(.clk_i(ck_i), .reset_i(reset_s), .count(s_clock_3_dec_s), .en_i(s_clock_2_en_s), .en_o(s_clock_3_en_s), .dir_i(inc_i),
		.set_value_i(s_clk_3_set_value), .value_i(s_clk_3_value));
decoder dec_3(.intrare_i(s_clock_3_dec_s), .iesire_o(dig2_o));
wire s_clock_4_en_s;
wire[3:0] s_clock_4_dec_s;
smart_clock s_clock_4(.clk_i(ck_i), .reset_i(reset_s), .count(s_clock_4_dec_s), .en_i(s_clock_3_en_s), .en_o(s_clock_4_en_s), .dir_i(inc_i),
		.set_value_i(s_clk_4_set_value), .value_i(s_clk_4_value));
decoder dec_4(.intrare_i(s_clock_4_dec_s), .iesire_o(dig3_o));
endmodule
</file>
==> reports/results.tsv <==
metric	value	unit
status	completed	
Hold Vio Cnt, Final	0	
fin. max-slew vios	0	
Worst-Skew Late Latency	350	ps
ys async rst share	0	
Post-synth regs	90	
floorplan utilization	0.518	
DIE WIDTH	103	um
CTS clk-pin slew, worst paths	80	ps
Slew HR	0.520	
number of global-route vias before repair	3685	
kind of critical path	input pin to register	
grt ovf	0	
all-layer global routing usage	0.215	
final period utilization	0.739	
core area	0.00977	mm2
area growth from synthesis to layout	12.6	%
endpoints left unconstrained	16	
antenna diode count	0	
Top cell area share	0.186	
skew final	9.71	ps
synthesized area	0.00506	mm2
CP Data Required Time	5180	ps
Final ANT Viol Nets	0	
share of layout cells above drive strength 1	0.0855	
first-pass GRT wire length	17.5	mm
Tightest Pin Transition	718	ps
Post-CTS Setup Bufs	0	
Leak	0.00220	uW
Yosys top cell by area	dfxtp_1	
Peak VDD IR	0.144	mV
Hold Path Depth	0	
CTS Hold Bufs	0	
yosys warns	5	
I/O pin cnt	39	
Levels on crit path	9	
Worst Hold Class	register to register	
Critical Path Fanout Max	18	
CP top delay family	AND-OR/OR-AND gates	
Pwr per Cell Area	272	mW/mm2
total design power	1550	uW
htree depth	3	
initial drt markers	254	
crit path buf inv count	2	
Reg2Reg Depth	11	
clk root buf	clkbuf_8	
Detailed Route WL	10.4	mm
Cell Chain, Critical Path	clkdlybuf4s50_1 -> a21boi_0 -> a311oi_1 -> o21ai_0 -> a31oi_1 -> inv_1 -> ha_1 -> or3_1 -> a21oi_1	
WL/cell	14.7	um
largest net degree at the start of global routing	35	
placed insts	690	
Yosys Chip Area	0.00506	mm2
synthesized area per cell	9.42	um2
kind of end point of the critical path	register	
slowest stage delay, CP	770	ps
Mapped Cells	537	
Non-Filler Instances	706	
die y size	103	um
DIE AREA	0.0105	mm2
Placer Congestion	0.900	
antenna violations before repair	0	
Cell area leaders	dfxtp_1 (19%), edfxtp_1 (16%), ha_1 (9.2%)	
Final setup viols	0	
Post-CTS Resized	0	
Main synth FF type	dfxtp_1	
ys cells	537	
Worst path slowest cell	clkdlybuf4s50_1	
post-layout minimum cycle time	3620	ps
CTS Buf Count	9	
Rows	36	
CP Launch Type	input pin	
Bufs on Longest Clock Path	2	
HPWL Detailed	7.25	mm
port bufs	38	
count of unclocked register or latch pins	16	
number of synthesized flops with an enable pin	27	
Netlist cell types	86	
Fillers	856	
max-cap viol count	0	
RSZ-0062 raised after global routing	false	
via count	4010	
tool warning count	54	
Max Clk Rate	0.276	GHz
drt drc	0	
1st-pass router iterations	4	
setup TNS	0	ps
critical path data arrival time	3900	ps
CTS tree	built	
Vias/cell	5.68	
area by class of cell:
type	instances	area [um2]	share of cell area
inverters	32	123	0.0215
clock buffers	9	124	0.0217
clock inverters	7	76.3	0.0134
repair buffers	43	418	0.0734
well taps	133	166	0.0292
multi-input cells	392	2800	0.491
flip-flops and latches	90	1990	0.350
state kept, by name, indices dropped and copies added (netlist names), 4 cells and up:
| register | cells |
|---|---|
| dig0_o | 7 |
| dig1_o | 7 |
| dig2_o | 7 |
| dig3_o | 7 |
| m_clock.count | 19 |
| s_clk_1_value | 4 |
| s_clk_2_value | 4 |
| s_clk_3_value | 4 |
| s_clk_4_value | 4 |
| s_clock_1.count | 4 |
| s_clock_2.count | 4 |
| s_clock_3.count | 4 |
| s_clock_4.count | 4 |
cells by family after synthesis:
kind of cell	after synthesis	share of synthesized area
AND-OR/OR-AND	139	0.195
multiplexers	4	0.0106
adder cells (fa/ha/maj)	37	0.0915
buffers and inverters	55	0.0532
AND/OR/NAND/NOR	188	0.215
XOR/XNOR	24	0.0416
latches	16	0.0475
flip-flops	74	0.346
cell usage after synthesis (all sizes together), types with 11 or more instances:
| library cell | count |
|---|---|
| dfxtp | 47 |
| ha | 37 |
| nor2 | 32 |
| inv | 31 |
| a21oi | 28 |
| edfxtp | 27 |
| nand3 | 26 |
| o21ai | 23 |
| nand2 | 22 |
| dlxtn | 16 |
| xnor2 | 16 |
| a31oi | 12 |
| buf | 12 |
| nor3 | 12 |
| nor2b | 11 |
| o211ai | 11 |
stage by stage:
| step | setup WS [ps] | area (um2) | hold WS (ps) | util |
|---|---|---|---|---|
| final | 1280 | 5700 | 471 | 0.583 |
| after global routing | 1040 | 5700 | 504 | 0.583 |
| after CTS | 1290 | 5700 | 474 | 0.583 |
| after detailed placement | 930 | 5500 | 453 | 0.562 |
| after global placement | 969 | 5500 | 446 | 0.562 |
| after floorplan | 1860 | 5060 | 434 | - |
routing by layer:
layer / global-route usage / vias up / share of wire
met5: 0 / - / 0
met4: 0.0352 / 0 / 0.015
met1: 0.346 / 1862 / 0.51
met2: 0.310 / 94 / 0.42
met3: 0.0469 / 13 / 0.060
li1: - / 2041 / -
cells in the final DEF, fill, tap and decap left out, types with 4 or more instances in the layout:
| cell type | count |
|---|---|
| nor3_1 | 11 |
| nor2_1 | 32 |
| or2b_1 | 5 |
| dfxtp_1 | 47 |
| inv_1 | 28 |
| edfxtp_1 | 27 |
| o22ai_1 | 7 |
| a211o_1 | 4 |
| and2_1 | 8 |
| and4_1 | 5 |
| buf_4 | 5 |
| or2_2 | 5 |
| o211ai_1 | 9 |
| xnor2_1 | 16 |
| nand3_1 | 25 |
| nand4_1 | 9 |
| and3_1 | 9 |
| clkdlybuf4s50_1 | 38 |
| o21ai_0 | 19 |
| a211oi_1 | 9 |
| or3_1 | 9 |
| xor2_1 | 8 |
| nand2b_1 | 10 |
| nand2_1 | 22 |
| nor2b_1 | 11 |
| clkbuf_8 | 9 |
| dlxtn_1 | 16 |
| or3b_1 | 4 |
| ha_1 | 37 |
| a31oi_1 | 12 |
| a21oi_1 | 28 |
| a21o_1 | 4 |
report_power, final:
| part | internal [uW] | switching, uW |
|---|---|---|
| sequential | 701 | 42.8 |
| clock | 239 | 243 |
| combinational | 164 | 161 |
| total | 1100 | 447 |
worst paths after layout:
kind                      start           endpoint  slack (ps)
max                       inc_i          dig1_o[3]        1280
min              s_clock_1.en_o  s_clock_2.prev_en         470
max reg2reg  s_clock_3.count[0]          dig2_o[1]        1720
min reg2reg      s_clock_1.en_o  s_clock_2.prev_en         470
Power and IR drop assume default switching activity.
